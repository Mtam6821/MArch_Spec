$ cat design/flow/config.mk
export PLATFORM = sky130hd
export DESIGN_NAME = top_level
export DESIGN_NICKNAME = top_level
export VERILOG_FILES = /design/flow/design.v
export SDC_FILE = /design/flow/constraint.sdc
export NUM_CORES = 4
export LEC_CHECK = 1
export CORE_AREA = 10 10 70 70
export DIE_AREA = 0 0 80 80
export SYNTH_HDL_FRONTEND = slang
export SYNTH_MEMORY_MAX_BITS = 65536
$ cat design/flow/design.v
module Control #(parameter opwidth = 3, mcodebits = 4)(
  input [mcodebits-1:0] instr,    	    
  output logic Branch, 
     MemtoReg, MemWrite, ALUSrc, RegWrite,
  output logic[opwidth-1:0] ALUOp);	    
always_comb begin
  Branch 	=   'b0;     
  MemWrite  =   'b0;     
  ALUSrc 	=   'b0;     
  RegWrite  =   'b1;     
  MemtoReg  =   'b0;     
  ALUOp	   =   'b000;   
case(instr)   
  'b0001:  ALUOp = 'b001;	 
  'b0010:  ALUOp = 'b010;	 
  'b0011:  ALUOp = 'b011;	 
  'b0100:  ALUOp = 'b100;	 
  'b0110:  begin		 
	  	MemtoReg = 'b1;
		ALUOp = 'b111;	 
  	   end
  'b0111:  begin		 
		MemWrite = 'b1;
		RegWrite = 'b0;
		ALUOp = 'b111;  
	   end
  'b100X:  ALUOp = 'b101; 	 
  'b101X:  begin		 
	   Branch   = 'b1;
		RegWrite = 'b0;
		ALUOp = 'b011;	   
  	   end
  'b110X:  ALUSrc = 'b1;	 
  'b111X:  begin
	  	ALUSrc = 'b1;	
	  	ALUOp = 'b110;   
	   end
endcase
end
endmodule
module PC #(parameter D=10)(
  input reset,			 
        clk,
        absjump_en,		 
  input       [7:0] target,	 
  output logic[D-1:0] prog_ctr
);
  always_ff @(posedge clk)
    if(reset)
	  prog_ctr <= '0;
    else if(absjump_en)
	  prog_ctr[D-1:2] <= target;
    else
	  prog_ctr <= prog_ctr + 'b1;
endmodule
module alu(
  input[2:0] alu_cmd,     
  input[7:0] inA, inB,	  
  input      branch,		  
  input      sc_i,        
  output logic[7:0] rslt,
  output logic sc_o,      
               pari,      
	       zero       
);
always_comb begin 
  rslt = 'b0;            
  sc_o = 'b0;    
  zero = !rslt;
  pari = ^rslt;
  case(alu_cmd)
    3'b000:  
      	{sc_o,rslt} = inA + inB + sc_i;
    3'b001:  
	{sc_o,rslt} = inA - inB + sc_i;
    3'b010:  
	rslt = inA & inB;
    3'b011:  
	if (branch) begin
	    rslt = inA ^ 0;
	end
	else begin
	    rslt = inA ^ inB;
	end
    3'b100:  
	if (inA < inB) begin
	    rslt = 'b0;
	end
	else begin
	    rslt = 'b1;
	end
    3'b101:  
	rslt = inB;
    3'b110:  
	if (inB == 0) begin
	    rslt[7:1] = inA[6:0];
	    rslt[0]   = sc_i;
	    sc_o      = inA[7];
	end
	else if (inB < 8) begin
	    rslt = inA;
	    for (int i = 0; (i < inB && i < 8); i++) begin
		rslt = {rslt[6:0], rslt[7]};
	    end
	end
	else if (inB < 16) begin
		 rslt = inA;
		 for (int i = 0; (i < inB && i < 16); i++) begin
		{sc_o,rslt} = {rslt, sc_i};
		 end
	end
    3'b111:  
	    for (int i = 0; i < 8; i++) begin
		rslt[7-i] = inA[i];
	    end
  endcase
end
endmodule
module dat_mem (
  input[7:0] dat_in,
  input      clk,
  input      wr_en,	           
  input[7:0] addr,		       
  output logic[7:0] dat_out);
  logic[7:0] core[256];        
  assign dat_out = core[addr];
  always_ff @(posedge clk)
    if(wr_en)				   
      core[addr] <= dat_in; 
endmodule
module instr_ROM #(parameter D=10)(
  input       [D-1:0] prog_ctr,     
  output logic[ 8:0] mach_code);
  logic[8:0] core[2**D];
  initial							     
    $readmemb("mach_code.txt",core);
  always_comb  mach_code = core[prog_ctr];
endmodule
module reg_file #(parameter pw=3)(
  input[7:0]  dat_in,
  input       clk,
  input       wr_en,          
  input[pw:0] wr_addr,		   
              rd_addrA,		   
			     rd_addrB,
  output logic[7:0] datA_out,  
                    datB_out);
  logic[7:0] core[2**pw];     
  assign datA_out = core[rd_addrA];
  assign datB_out = core[rd_addrB];
  always_ff @(posedge clk)
    if(wr_en)				    
      core[wr_addr] <= dat_in; 
endmodule
module top_level(
  input        clk, reset, req, 
  output logic done);
  parameter D = 10,           
    A = 3;             		   
  wire[D-1:0] target, 		   
              prog_ctr;
  wire[7:0]   datA,datB,	   
              muxB, 			   
				  muxC,			   
			     ALU_rslt,       
              immed;
  logic sc_in,   				   
   	  pariQ,                
		  zeroQ;                
  wire  jump,                 
		  biz,					   
		  pari,
        zero,
		  RegWrite,	  
		  sc_clr,
		  sc_en,
        MemWrite,
		  MemtoReg,
        ALUSrc;		              
  wire[A-1:0] alu_cmd;				  
  wire[8:0]   mach_code;           
  wire[2:0]   rd_addrA, rd_adrB;   
  PC #(.D(D)) 					      
     pc1 (.reset            ,
          .clk              ,
		    .absjump_en (jump),	   
		    .target(datB)     ,    
		    .prog_ctr          );  
  instr_ROM ir1(.prog_ctr,		   
                .mach_code);	   
  Control ctl1(.instr(mach_code[8:5]),
  .Branch(biz),			 
  .MemWrite, 				 
  .ALUSrc,        		 
  .RegWrite,      		 
  .MemtoReg(MemtoReg),	 
  .ALUOp());				 
  assign rd_addrA = 	(mach_code[8] == 0) ? mach_code[4:2] :
							(mach_code[7] == 0) ? mach_code[5:3] :
														 mach_code[5:4];
  assign rd_addrB = 	(mach_code[8] == 0) ? mach_code[1:0] :
							(mach_code[7] == 0) ? mach_code[2:0] :
														 mach_code[5:4];	 
  assign immed    = mach_code[3:0]; 
  reg_file #(.pw(3)) rf1(.dat_in(muxC),	 
				 .clk,
             .wr_en   (RegWrite),			 
             .rd_addrA(rd_addrA),			 
             .rd_addrB(rd_addrB),			 
             .wr_addr (rd_addrA),      	 
             .datA_out(datA),
             .datB_out(datB)); 
  assign muxB = ALUSrc? immed : datB;
  alu alu1(.alu_cmd(ALUOp),
			  .branch(biz),	
           .inA(datA),
		     .inB(muxB),
		     .sc_i(sc),    
		     .rslt(ALU_rslt),  
		     .sc_o(sc_o),  
		     .pari);  
  assign jump = ALU_rslt & !biz;
  dat_mem dm1(.dat_in(datA)  ,  	  
              .clk           ,
			     .wr_en  (MemWrite),  
			     .addr   (datB),		  
              .dat_out(mem_out));  
  assign muxC = MemtoReg ? ALU_rslt : mem_out;	 
  always_ff @(posedge clk) begin
    pariQ <= pari;
	zeroQ <= zero;
    if(sc_clr)
	  sc_in <= 'b0;
    else if(sc_en)
      sc_in <= sc_o;
  end
  assign done = prog_ctr == 1020;
endmodule
$ cat design/flow/constraint.sdc
current_design top_level

set clk_period 1.7
set clk_io_pct 0.2

create_clock -name clk0 -period $clk_period [get_ports {clk}]

set non_clock_inputs [all_inputs -no_clocks]
set_input_delay [expr $clk_period * $clk_io_pct] -clock clk0 $non_clock_inputs
set_output_delay [expr $clk_period * $clk_io_pct] -clock clk0 [all_outputs]
$ cat design/flow/run.sh
#!/bin/bash
# OpenROAD 26Q1-2900-gdf79404cd8, Yosys 0.63+post, stock flow scripts
make -C /OpenROAD-flow-scripts/flow DESIGN_CONFIG=/design/flow/config.mk WORK_HOME=/design/flow/orfs finish
==> notes.md <==
Results of the flow run.

In the log, the iteration count for the first detailed-route pass is 3. Per the OpenROAD floorplan log, the width of the die is 80 um. The area reported by Yosys stat stands at 431.7 um2. The number of failing hold endpoints at the final stage stands at 0. The setup path with the least slack is of type reg -> out. Walking the worst path, the cells encountered are inv_1, ha_1, nand2_1, nor3_2, dlygate4sd2_1. Detailed routing inserted a total of 353 vias.

The clock insertion delay at the later pin of the skew report stands at 0.25 ns. The worst slew margin relative to its limit stands at 0.7723. The number of antenna diodes in the final layout is 0. The largest driver fanout on the critical path stands at 5. The count of synthesis-stage warnings from yosys stands at 2. STA puts the critical path data arrival time at 1.24 ns. The delay of the slowest cell on the worst path stands at 0.39 ns.

The final timing report derives a shortest allowable period of 1.582 ns. Per the Yosys statistics, synthesis produced 49 cells. Clock tree synthesis selected as its root buffer the cell clkbuf_4. Before any placement, the netlist area is recorded as 431.7 um2. The timing report shows that the slowest cell on the worst path is dfxtp_1. The tool flagged a number of max-cap violations equal to 0.

In this run, the number of DRC markers left after iteration 0 of detailed routing was 1. The critical path in the final layout is reported with a setup slack of 0.1178 ns. The die covers 6400 um2.

The worst hold slack across all endpoints stands at 0.4849 ns. Per the detail_route report, vias per standard cell equal 3.495. Among cell families on the critical path, the largest total delay comes from flip-flops.

The vertical die size stands at 80 um. CTS saw 10 sinks. Once detailed placement completed, the half-perimeter wirelength came to 548.3 um. STA reports the tightest min-delay check as being of type reg -> reg. The first global-routing pass estimated 1262 um of wire. The top-level port count stands at 4.

Power spread over the standard cell area amounts to 756.0 nW/um2. The most common logic cell in the final layout is dfxtp_1. The worst setup path is captured at a primary output. The share of the clock period used by the worst path stands at 0.9307. Global routing finished with a remaining overflow of 0. For this run, design rule violations remaining after detail routing come to 0. The number of antenna-violating nets in the routed design stands at 0. Endpoints with negative setup slack in the final report add up to 0. The pre-CTS setup slack stands at 0.09479 ns. Setup repair after global routing left no endpoint under its margin. The run finished with clean final reports.

In this run the core area contains 21 standard-cell rows. STA classifies the critical path startpoint as a flop. The number of slew-limit violations in the final report stands at 0. The area growth from synthesis to layout is 26.96%. The number of buffers inserted by port buffering stands at 2.

The standard cell core area stands at 3416 um2. TritonCTS built the clock tree. After clock tree synthesis, the flow added hold-fix buffers numbering 0. The largest registers in the layout are pc1.prog_ctr: 10 flops. Synthesis produced 49 cells. The number of buffers on the longest clock path stands at 2. The count of cell types in the netlist stands at 19.

The post-CTS repair timing setup buffer count stands at 0. The maximum number of pins on one net before global-route repair stands at 11. The routability congestion estimate from global placement stands at 0.6600. The setup clock skew after layout stands at 0.001037 ns. In this run the number of H-tree levels came out at 1. The highest clock frequency the design can meet stands at 632.0 MHz. The starting density of the core stands at 0.1264. The share of the yosys chip area belonging to registers stands at 0.4638. The global router's overall resource usage stands at 0.02284. The average wire per standard cell stands at 7.188 um. In the final timing run, aggregate negative setup slack is 0 ns.

The number of global-route vias before repair is 323. The mean cell area of the mapped netlist stands at 8.809 um2. Counting the buffers created by CTS gives 3. The analysis attributes to cell leakage a power of 0.1706 nW. Together, buffers and inverters on the worst path number 2. On the reported timing paths, the clock transition at the registers reads 0.05 ns. Ranking logic cells in the layout by count gives the top entries dfxtp_1 (9), a21oi_1 (5), nor2_1 (4). The number of logged tool warnings stands at 27.

The transition time recorded at the tightest slew-check pin is 0.3404 ns. More flip-flops sit in one register than any other, and that register is pc1.prog_ctr. Summing internal, switching and leakage power gives 0.4143 mW. The highest supply drop recorded on VDD is 358.1 uV. After synthesis the netlist holds a flip-flop and latch count of 10. The wire length reported by the detailed router stands at 726 um. In the final layout, the share of cells above drive strength 1 is 0.1636. The critical path endpoint has a required time of 1.36 ns.

The flip-flop count of the largest register, all copies and words added stands at 10. The number of antenna violations at the first check in global routing stands at 0.
-- report_power, final --
part	internal [mW]	switching, mW	total [mW]
registers	0.241	0.00590	0.246
logic	0.0110	0.0125	0.0235
clock network	0.0807	0.0636	0.144
total	0.332	0.0820	0.414
-- cells by family after synthesis --
logic type,count (synthesis),synth area share
DFF,10,0.4638
AOI/OAI and AO/OA,10,0.1275
xor gates and xnor gates,3,0.06088
buffers and inverters,4,0.03477
and+or+nand+nor,20,0.2550
adders and majority gates,2,0.05796
-- worst paths after layout --
check	start	end	slack, ns	cells after the start
worst max-delay path	pc1.prog_ctr[0]	done	0.12	5
worst min-delay path	pc1.prog_ctr[0]	pc1.prog_ctr[0]	0.48	1
worst max register to register	pc1.prog_ctr[3]	pc1.prog_ctr[7]	0.33	4
worst min register to register	pc1.prog_ctr[0]	pc1.prog_ctr[0]	0.48	1
-- what timing repair did --
item	4_1_cts	5_1_grt
gates resized	2	1
endpoints found under the setup margin	1	1
pin swaps	2	0
-- layout make-up --
cell class	count	area [um2]
clock buffers	3	22.52
fillers	390	2868
inverters	3	11.26
multi-input cells	35	221.5
flip-flops and latches	10	201.4
well taps	46	57.56
repair buffers	4	33.78
-- stage by stage --
stage,cell area [um2],util,std cells
4_1_cts,543.0,0.1590,101
3_5_place_dp,520.5,0.1524,98
5_1_grt,548.0,0.1604,101
6_report,548.0,0.1604,101
3_3_place_gp,520.5,0.1524,98
2_1_floorplan,431.7,-,49
-- cell usage after synthesis (all sizes together) --
cell type  number  area share
ha              2       0.058
nand3           4       0.058
o21ai           3       0.035
or4             2       0.035
nand4           2       0.029
nand2           3       0.026
nor3            1       0.012
nor2b           1       0.015
nor2            4       0.035
inv             3       0.026
dfxtp          10        0.46
or3             3       0.046
o31ai           2       0.035
xnor2           1       0.020
clkbuf          1      0.0087
xor2            2       0.041
a21oi           5       0.058
-- metal layers --
layer,GRT usage,vias up,part of all wire
li1,-,190,-
met1,0.02981,160,0.46
met2,0.03291,1,0.48
met3,0.007955,2,0.025
met4,0.01056,0,0.026
met5,0,-,0
-- worst register-to-register path: stages, from the launching register on --
cell and delay (ns):
dfxtp_1 0.40, nand3_2 0.12, buf_4 0.16, or4_1 0.46
a21oi_1 0.16
No activity file was given, so power comes from the tool's default toggle rates.
